### config.mk
export PLATFORM = sky130hd
export DESIGN_NAME = DataMemory
export DESIGN_NICKNAME = DataMemory
export VERILOG_FILES = /design/flow/design.v
export SDC_FILE = /design/flow/constraint.sdc
export NUM_CORES = 4
export LEC_CHECK = 1
export CORE_UTILIZATION = 30
export SYNTH_MEMORY_MAX_BITS = 65536
### constraint.sdc
current_design DataMemory

set clk_period 62.8
set clk_io_pct 0.2

create_clock -name clk0 -period $clk_period [get_ports {CLK}]
create_clock -name clk1 -period $clk_period [get_ports {RST}]

set non_clock_inputs [all_inputs -no_clocks]
set_input_delay [expr $clk_period * $clk_io_pct] -clock clk0 $non_clock_inputs
set_output_delay [expr $clk_period * $clk_io_pct] -clock clk0 [all_outputs]
### design.v
module DataMemory(
  input CLK,RST,EN,
  input [8:0] ADDR,
  input signed [15:0] IN,
  output reg signed [15:0] OUT
);
reg signed [15:0] RAM [511:0];
always @(negedge RST) begin  
  if (!RST) begin
    OUT <= RAM[0];    
 end
end
always @(*) begin  
  OUT <= RAM[ADDR];   
end
always @(negedge CLK) begin  
  if (EN) begin  
    RAM[ADDR] <= IN;
 end
end
endmodule
### run.sh
#!/bin/bash
# OpenROAD 26Q1-2900-gdf79404cd8, Yosys 0.63+post, stock flow scripts
make -C /OpenROAD-flow-scripts/flow DESIGN_CONFIG=/design/flow/config.mk WORK_HOME=/design/flow/orfs finish
==> flow_summary.json <==
{
  "ys_types": 73,
  "yosysCellCount": 14800,
  "ys_area_um2": 316000,
  "topCellsByArea": "edfxtp_1 (78%), mux4_2 (12%), mux2i_1 (2.6%), nor2_1 (0.72%), a22oi_1 (0.60%)",
  "synth_adder_area_share": 0,
  "ff_type": "edfxtp_1",
  "yosys_warnings": 1,
  "yosys.area_share.simple": 0.0265,
  "async_flop_share": 0,
  "error_line": "ERROR: Found 16 problems in 'check -assert'.",
  "status": "aborted with a tool error",
  "logic_family": "multiplexers",
  "lastStage": "synthesis",
  "synth_flops": 8208,
  "ys_seq_frac": 0.780,
  "synth_xor_xnor_area_share": 0,
  "yosysTopAreaCell": "edfxtp_1",
  "edf_count": 8192,
  "top_area_frac": 0.779,
  "ys_sh_mux": 0.151,
  "yosys.area_share.aoi": 0.0275
}
-- cells in the mapped netlist (21+ instances only) --
cell type,number
mux4_2,1689
a22o_1,83
a221oi_1,43
a31oi_1,32
buf_1,75
a2111oi_0,28
and3_1,28
buf_4,78
o2111ai_1,24
a211oi_1,48
mux2i_1,828
nand4_1,302
nor4_1,39
o22a_1,25
a21oi_1,192
nor2b_1,59
mux2_2,120
and2_1,21
clkbuf_1,359
nor2_1,603
nor3_1,77
o21ai_0,146
edfxtp_1,8192
buf_6,49
nand2_1,342
o22ai_1,263
a22oi_1,252
nand3_1,202
a32oi_1,30
buf_2,356
-- kinds of logic after synthesis --
logic type,count (synthesis)
buf+inv,936
compound gates,1266
simple gates,1746
mux,2637
flops,8208
