==> /design/flow/design.v <==
module InstructionRegister(
  input CLK,RST,EN,
  input [15:0] IN,
  output reg [15:0] OUT,
  output reg [5:0] OPCODE,
  output reg REGISTER_ADDRESS,
  output reg [1:0] REGISTER_ADDRESS_STACK,
  output reg [8:0] IMMEDIATE,
  output reg [9:0] BA
);
always @(posedge CLK, negedge RST) 
 begin
    if (!RST) 
    begin
      OUT <= 16'd0;
      REGISTER_ADDRESS <= 1'd0;
      REGISTER_ADDRESS_STACK <= 2'd0;
      IMMEDIATE <= 9'd0;
      BA <= 10'd0;
  end
    else if (EN) 
    begin
      OUT <= IN;
      OPCODE <= IN[15:10];
      REGISTER_ADDRESS <= IN[9];
      REGISTER_ADDRESS_STACK <= IN[9:8];
      IMMEDIATE <= IN[8:0];
      BA <= IN[9:0];
    end
end
endmodule      
==> /design/flow/run.sh <==
#!/bin/bash
# OpenROAD 26Q1-2900-gdf79404cd8, Yosys 0.63+post, stock flow scripts
make -C /OpenROAD-flow-scripts/flow DESIGN_CONFIG=/design/flow/config.mk WORK_HOME=/design/flow/orfs finish
==> /design/flow/config.mk <==
export PLATFORM = sky130hd
export DESIGN_NAME = InstructionRegister
export DESIGN_NICKNAME = InstructionRegister
export VERILOG_FILES = /design/flow/design.v
export SDC_FILE = /design/flow/constraint.sdc
export NUM_CORES = 4
export LEC_CHECK = 1
export CORE_AREA = 10 10 98 98
export DIE_AREA = 0 0 108 108
==> /design/flow/constraint.sdc <==
current_design InstructionRegister

set clk_period 1.0
set clk_io_pct 0.2

create_clock -name clk0 -period $clk_period [get_ports {CLK}]

set non_clock_inputs [all_inputs -no_clocks]
set_input_delay [expr $clk_period * $clk_io_pct] -clock clk0 $non_clock_inputs
set_output_delay [expr $clk_period * $clk_io_pct] -clock clk0 [all_outputs]
==> run summary <==
Total number of vias: 669
DR vias/cell: 2.90
Dpl ws: -406 ps
Post-synth EDFFs: 6
Distinct cells, synth: 8
Post-DP HPWL: 2270 um
Vias in the first global route: 768
Tmin final: 1100 ps
Clock Sink Count: 22
Syn Inst Count: 63
Area Growth Syn to Fin: 75.4%
Max Clock Skew: 0 ps
Most common reg cell: dfrtp_1
FP Rows: 32
1st-pass router iterations: 3
Core Region: 7650 sq um
Crit path to: OUT[8]
H-Tree Depth: 1
Crit-path most repeated cell: buf_6
Root buf cell: clkbuf_8
Finished Layout Cells: 231
Antenna cells: 0
Worst slew pin tran: 225 ps
Largest net degree at the start of global routing: 17
Ports: 63
Reg-to-reg critical path endpoint: REGISTER_ADDRESS_STACK[0]
Final setup vio count: 18
Cell Pwr Density: 1440 nW/um^2
Final design utilization: 22.9%
First DRT Iteration DRCs: 10
Commonest cells post-synth: buf_4, dfrtp_1, mux2_4
Slowest cell on crit path: dfrtp_1
Synth area leaders: dfrtp_1, edfxtp_1, buf_4
Fmax: 908 MHz
Number of port buffers: 62
Placed cell areas: 1640 sq um
Tool warnings: 27
Final period util: 110%
Asr flop ratio synth: 72.7%
Mapped cell area: 998 sq um
Fp_density: 13.1%
Clk pin slew, worst setup/hold paths: 90 ps
Unrepaired setup endpoints after global routing: true
Slew headroom: 85.0%
CP max stage delay: 410 ps
Latest clock arrival within the worst-skew pair: 260 ps
Ys cells: 63
Crit path cell chain: buf_6, buf_6
R2R depth: 3
Synth top area share: 40.1%
Max-cap violation count: 0
First-pass GRT wire length: 4400 um
Yosys Chip Area: 998 sq um
Die area: 11700 sq um
Sequential share of the synthesized area: 58.1%
Clk buf depth: 2
Initial antenna violation count: 0
DRC viols: 0
Total leakage power: 0.000805 uW
Worst R2R Setup Slack: 0 ps
Die X: 108 um
Crit path kind: reg2out
DRT antenna net count: 0
Failing checks: negative setup slack
Yosys warns: 1
Count leader, synth: buf_4
Die height: 108 um
GP Congestion: 0.715
Final Max Tran Viols: 0
Status: finished, violations left
Worst Path Required: 800 ps
Crit path launch: REGISTER_ADDRESS_STACK[0]
Fillcell total: 791
Hold Crit Class: in2async
CP endpoint kind: primary output
TritonCTS Buffers: 3
Worst Path Arrival: 900 ps
Critical-path maximum fanout: 4
Post-route cell area: 1750 sq um
Total negative slack: -1490 ps
Total wire length: 2930 um
Fin. Hold Viols: 0
Setup crit start kind: flip-flop
Clock tree from TritonCTS: done
GRT Util Overall: 4.90%
Maximum VDD drop: 750 uV
Share of layout cells above drive strength 1: 69.0%
Placed insts: 215
RR Startpoint: REGISTER_ADDRESS_STACK[0]
GRT overflow: 0
Synth Area per Inst: 15.8 sq um
Final worst slack: -101 ps
Wire length per cell: 12.7 um
Ys flops: 22
Largest area contributor in the netlist: dfrtp_1
-- kinds of logic after synthesis --
logic type | share of synthesized area, %
mux | 21.4
simple gates | 0.752
buf+inv | 19.7
flops | 58.1
-- how the worst min path moves through the flow --
stage	startpoint	to	depth (start not counted)
final	RST	OUT[1]	2
after global routing	RST	OUT[6]	2
after CTS	RST	OUT[4]	2
-- worst max-delay path: cells and delay by family, from the launching register on --
family / cells / cell delay, ps
buf+inv: 2 / 230
flops: 1 / 410
-- registers in the layout, summed over array words and instances, names as in the netlist --
signal,count
OUT,15
REGISTER_ADDRESS_STACK,1
OPCODE,6
-- stage by stage --
stage | total power [uW] | hold WS (ps)
after global placement | 1650 | 516
after global routing | 2680 | 326
after detailed placement | 1660 | 522
after floorplan | 1270 | -95.6
after CTS | 2590 | 295
final | 2520 | 293
-- layer usage --
layer,up-vias,GRT usage (%),share of wire [%]
met5,-,0,0
met4,0,0.0954,0
met3,0,2.89,14
met2,43,6.90,40
met1,303,6.75,46
li1,323,-,-
-- cell usage in the layout, fill, tap and decap left out --
cell type        Yosys  routed
dfrtp_1             16      16
bufinv_16            0       1
dlygate4sd2_1        0       1
and2_2               1       1
buf_6                1      34
clkbuf_8             0       3
clkdlybuf4s50_1      0      17
edfxtp_1             6       6
buf_2                0      28
buf_4               22       6
mux2_2               7       6
mux2_4               9      10
-- report_power, final --
part	switching, uW	total, uW	leakage, uW	internal, uW
clock	310	845	0.0000357	535
sequential	49.0	1060	0.000243	1010
combinational	149	617	0.000526	468
total	508	2520	0.000805	2010
-- what timing repair did --
action | in CTS | in global routing
setup buffers | 15 | 1
endpoints found under the setup margin | 66 | 48
hold buffers | 0 | 0
gates resized | 165 | 4
-- layout make-up --
type	instances	area [sq um]	area share, %
clock inverter	1	30.0	1.71
clock buffer	3	41.3	2.36
multi-input combinational	17	225	12.9
timing repair buffer	86	747	42.6
sequential	22	581	33.1
tap	102	128	7.29
Power figures rest on the tool's default switching activity, not on a simulated workload.
