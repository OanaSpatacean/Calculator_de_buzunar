[design/flow/run.sh]
#!/bin/bash
# OpenROAD 26Q1-2900-gdf79404cd8, Yosys 0.63+post, stock flow scripts
make -C /OpenROAD-flow-scripts/flow DESIGN_CONFIG=/design/flow/config.mk WORK_HOME=/design/flow/orfs finish
[design/flow/config.mk]
export PLATFORM = sky130hd
export DESIGN_NAME = FACTORIAL
export DESIGN_NICKNAME = FACTORIAL
export VERILOG_FILES = /design/flow/design.v
export SDC_FILE = /design/flow/constraint.sdc
export NUM_CORES = 4
export LEC_CHECK = 1
export CORE_AREA = 10 10 70 70
export DIE_AREA = 0 0 80 80
[design/flow/constraint.sdc]
current_design FACTORIAL

set clk_period 3.7
set clk_io_pct 0.2

create_clock -name clk0 -period $clk_period [get_ports {CLK}]

set non_clock_inputs [all_inputs -no_clocks]
set_input_delay [expr $clk_period * $clk_io_pct] -clock clk0 $non_clock_inputs
set_output_delay [expr $clk_period * $clk_io_pct] -clock clk0 [all_outputs]
[design/flow/design.v]
module FACTORIAL(
  input [8:0] VAL,
  input CLK, RST, FACT, 
  input [15:0] ALU,
  output reg FACT_END
  );
wire [8:0] CURRENT_ITERATION;
wire [15:0] FACT_OUT;
wire FACT_END_CNT;
FACT_CNT COUNTER(.CNT(VAL),.CLK(CLK),.RST(RST), .EN(~(| CURRENT_ITERATION) & FACT), .OUT(CURRENT_ITERATION), .FACT_END(FACT_END_CNT));
FACT_REG FACTREG(.IN(ALU),.CLK(CLK),.RST(RST & (| CURRENT_ITERATION)),.EN(~FACT_END & (| CURRENT_ITERATION)),.OUT(FACT_OUT));
always @(*) begin
    FACT_END = FACT_END_CNT;
end
endmodule
module FACT_CNT(
  input [8:0] CNT,
  input CLK, RST, EN,
  output reg [8:0] OUT,
  output reg FACT_END);
  always @(posedge CLK, negedge RST) begin
    if (!RST) begin
      OUT = 9'd0; 
      FACT_END = 1'd0; 
    end
    else begin
       if (EN) begin
          if (CNT == 9'd0) begin
            OUT = CNT;
            FACT_END = 1'd1;
            #6 FACT_END = 1'd0;
          end  
        else begin
          OUT = CNT;  
        end
       end
       else if (OUT > 9'd0) OUT = OUT - 9'd1; 
       if (OUT == 9'd1) FACT_END = 1'd1;  
       else if (OUT == 9'd0) FACT_END = 1'd0;
    end
  end
endmodule
module FACT_REG(
  input [15:0] IN,
  input CLK,RST,EN,
  output reg [15:0] OUT);
  always @(negedge CLK, negedge RST)
  begin
     if (!RST) begin
        OUT <= 16'd1;
     end   
   else if (EN) begin
        OUT <= IN;  
   end
  end
endmodule
==> qor.log <==
qor: synth.synthesis.instances 77
qor: timing.max_freq 0.369 GHz
qor: critical_path.regToRegSetupSlack 1.16 ns
qor: synth.top_cells_by_count 10 x dfrtp_1, 10 x nand2_1, 6 x inv_1, 6 x mux2i_1, 6 x o21ai_0
qor: timing.layout_min_cycle_time 2.71 ns
qor: final_layout.n_fill_cell 385
qor: min_path.worstHoldStart COUNTER.OUT[0]$_DFF_PN0_
qor: outcome.outcome completed
qor: flow_run.drv_cap 0
qor: pwr.power.share.clock 0.185
qor: synth.yosys.stat.seqShare 0.357
qor: die.floorplan.core_area 3420 um^2
qor: timing.max-slew-margin-rel 0.671
qor: timing.finalMaxSlewViolations 0
qor: min_path.worst_hold_path.num_cells 1
qor: clock_tree.clock_pin_slew_on_the_worst_setup_and_hold_paths 0.07 ns
qor: drt.route.detailed.vias_per_inst 4.77
qor: timing.fin_crit_sh 0.733
qor: critical_path.worst_setup_path_start_kind input port
qor: synth.synth-area-yosys 701 um^2
qor: drt.uppermost_routed_layer met4
qor: pwr.switching_share 0.438
qor: grt.globalRouteTotalUtil 0.0579
qor: drt.antenna_cells_inserted 0
qor: grt.initial_antenna_violation_count 0
qor: die.chipHeight 80 um
qor: flow_run.stage_log_warnings 41
qor: synth.ff_type dfrtp_1
qor: critical_path.worstReg2RegEnd COUNTER.FACT_END$_DFFE_PN0P_
qor: grt.first_global_vias 649
qor: synth.most_area_consuming_cells_after_synthesis dfrtp_1 36%, mux2i_1 8.6%, nand2_1 5.4%, o21ai_0 4.3%, nand3_1 3.6%
qor: pwr.p_switching 232 uW
qor: die.ioPinCount 29
qor: synth.ys_cells 77
qor: timing.final.setup.tns 0 ns
qor: synth.synth_area 701 um^2
qor: placement.place.detailed.hpwl 1.41 mm
qor: clock_tree.clock-sinks 10
qor: critical_path.timing.rr.start COUNTER.OUT[0]$_DFF_PN0_
qor: final_layout.synthToLayoutAreaGrowth 30.0%
qor: clock_tree.cts.htree.levels 1
qor: clock_tree.tritoncts.num_buffers 3
qor: pwr.combPwrFrac 0.391
qor: die.num_rows 21
qor: drt.detail_route.iter0.violations 32
qor: timing.timing_worst_slew_pin_value 0.490 ns
qor: synth.largest_area_contributor_in_the_synthesized_netlist dfrtp_1
qor: min_path.worst_hold_path_type flip-flop to flip-flop
qor: drt.route.antenna.remaining_nets 0
qor: final_layout.drive_above_1_share 0.109
qor: min_path.worstHoldEndpoint COUNTER.OUT[0]$_DFF_PN0_
qor: critical_path.end_kind flip-flop
qor: synth.enable_flop_cells 0
qor: grt.pin_count_of_the_biggest_net_entering_global_routing 11
qor: clock_tree.post_cts.resized_instances 0
qor: die.initial_core_util 0.205
qor: timing.rsz0062_at_grt no
qor: drt.routed-wl-met2 813 um
qor: placement.place.gp.congestion 0.957
qor: clock_tree.postCtsSetupRepairBufs 0
qor: die.design.die.area 6400 um^2
qor: clock_tree.cts_root_buf clkbuf_4
qor: final_layout.finish.cell_count_without_fillers 138
qor: timing.finalHoldViolCount 0
qor: drt.wirelength_met1 746 um
qor: drt.number_of_optimization_iterations_in_the_first_detailed_route_pass 4
qor: critical_path.critical_setup_path_kind input port to flip-flop
qor: timing.worst_clock_skew 0.00215 ns
qor: synth.synth.lib_cells_used.distinct 32
qor: synth.area_share_of_the_largest_cell_type_after_synthesis 0.357
qor: synth.asyncSetResetFlopFracSynth 1.00
qor: drt.drc_errors 0
qor: synth.synth_warnings 3
qor: clock_tree.tritoncts built
qor: drt.vias 658
qor: placement.place.detailed.instances 134
qor: synth.synth_flop_count 10
qor: pwr.max-vdd-ir-drop 0.000310 V
qor: pwr.internal_power 298 uW
qor: clock_tree.cts_max_path_buffers 2
qor: timing.total_of_endpoints_with_negative_setup_slack_in_the_final_report 0
qor: pwr.leakagePower 0.356 nW
qor: clock_tree.clk_ins_delay_skew_pair 0.26 ns
qor: critical_path.rr_worst_depth 7
qor: pwr.power.sequential.fraction 0.424
qor: die.die-width 80 um
qor: placement.io_buffer_count 12
qor: synth.avgSynthCellArea 9.10 um^2
qor: clock_tree.hold_buffer_count_at_cts 0
qor: drt.postRouteWirelength 1.76 mm
qor: grt.global_route.overflow_total 0
qor: critical_path.critical_path.max_fanout 10
qor: grt.grt_pass1_wl 3.05 mm
qor: pwr.power_density 582 nW/um^2
qor: critical_path.critPathRequiredTime 3.85 ns
qor: drt.detail_route.wl_per_cell 12.7 um
qor: critical_path.cp.arrival 2.86 ns
qor: drt.route.met3.wl 173 um
qor: timing.final.hold.worst_slack 0.531 ns
registers in the layout, indices dropped and copies added, names as in the netlist:
name / count
COUNTER.OUT: 9
COUNTER.FACT_END: 1
through the flow:
stage | power [mW] | worst slack, ns | instance area, um^2 | util
finish | 0.530 | 0.989 | 911 | 0.267
global route | 0.576 | 0.820 | 911 | 0.267
CTS | 0.528 | 1.00 | 911 | 0.267
detailed placement | 0.427 | 0.728 | 875 | 0.256
global placement | 0.424 | 0.693 | 875 | 0.256
floorplan | 0.361 | 1.32 | 701 | -
worst max-delay path, stage by stage:
cell and delay (ns):
clkdlybuf4s50_1 0.71, mux2i_1 0.29, nand4_1 0.11, o21ai_0 0.19, nand3_1 0.14, a2111oi_2 0.32, mux2_1 0.35
logic make-up after synthesis:
kind of cell	share of synthesized area
AOI/OAI and AO/OA	0.177
muxes	0.102
buffers and inverters	0.0375
DFF	0.357
and+or+nand+nor	0.309
adders and majority gates	0.0179
placed cells by master (no fill, tap or decap):
master           count
nand2_1             10
clkdlybuf4s50_1     12
nand2b_1             1
mux2_1               1
o2bb2ai_1            1
ha_1                 1
nor3b_2              1
inv_1                6
nor4_2               1
dfrtp_1             10
nor2b_1              1
or2_0                1
nand3_1              5
a21oi_1              2
nor4_1               1
nor4b_4              1
clkbuf_8             1
a41o_1               1
o21a_1               1
nand4_1              1
clkbuf_4             3
a21boi_0             1
nor2_1               4
nor3_1               3
a31oi_1              3
nor4_4               1
or3_1                1
mux2i_1              6
o21ai_0              6
nand3_2              1
a2111oi_2            1
a311oi_1             1
a211oi_1             1
and3_1               1
power by group through the flow:
stage | logic, mW | registers [mW] | clock network (mW)
CTS | 0.203 | 0.222 | 0.103
global route | 0.233 | 0.233 | 0.110
finish | 0.207 | 0.225 | 0.0978
metal layers:
metal	GRT usage	vias up
met1	0.0762	304
met2	0.0907	35
met3	0.0216	2
li1	-	317
met4	0.00704	0
met5	0	-
how the worst max path moves through the flow:
stage / startpoint / endpoint / slack [ns] / cells past startpoint
4_1_cts: FACT / COUNTER.FACT_END$_DFFE_PN0P_ / 1.0 / 7
6_report: FACT / COUNTER.FACT_END$_DFFE_PN0P_ / 0.99 / 7
5_1_grt: FACT / COUNTER.FACT_END$_DFFE_PN0P_ / 0.82 / 7
final cells by class:
type | count | area (um^2) | area share
sequential | 10 | 250 | 0.275
timing repair buffer | 12 | 120 | 0.132
clock buffer | 4 | 36.3 | 0.0398
multi-input combinational | 60 | 424 | 0.466
inverter | 6 | 22.5 | 0.0247
tap | 46 | 57.6 | 0.0632
No activity file was given, so power comes from the tool's default toggle rates.
